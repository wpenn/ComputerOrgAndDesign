<file path="flow/constraint.sdc">
current_design lc4_regfile_ss

set clk_period 5.1
set clk_io_pct 0.2

create_clock -name clk0 -period $clk_period [get_ports {clk}]

set non_clock_inputs [all_inputs -no_clocks]
set_input_delay [expr $clk_period * $clk_io_pct] -clock clk0 $non_clock_inputs
set_output_delay [expr $clk_period * $clk_io_pct] -clock clk0 [all_outputs]
</file>
<file path="flow/design.v">
`timescale 1ns / 1ps
`default_nettype none
module Nbit_reg #(parameter n=1, r=0)
   (input  wire [n-1:0] in,
    output wire [n-1:0] out,
    input  wire         clk,
    input  wire         we,
    input  wire         gwe,
    input  wire         rst
    );
   reg [n-1:0] state;
   assign #(1) out = state;
   always @(posedge clk) 
     begin 
       if (gwe & rst) 
         state = r;
       else if (gwe & we) 
         state = in; 
     end
endmodule
`timescale 1ns / 1ps
`default_nettype none
module lc4_regfile_ss #(parameter n = 16)
   (input  wire         clk,
    input  wire         gwe,
    input  wire         rst,
    input  wire [  2:0] i_rs_A,       
    output wire [n-1:0] o_rs_data_A,  
    input  wire [  2:0] i_rt_A,       
    output wire [n-1:0] o_rt_data_A,  
    input  wire [  2:0] i_rs_B,       
    output wire [n-1:0] o_rs_data_B,  
    input  wire [  2:0] i_rt_B,       
    output wire [n-1:0] o_rt_data_B,  
    input  wire [  2:0]  i_rd_A,      
    input  wire [n-1:0]  i_wdata_A,   
    input  wire          i_rd_we_A,   
    input  wire [  2:0]  i_rd_B,      
    input  wire [n-1:0]  i_wdata_B,   
    input  wire          i_rd_we_B    
    );
    wire [7:0] registers_write_q_A;
    wire [7:0] registers_write_q_B;
    wire [n-1:0] o_data_temp_B [7:0];
    wire [n-1:0] o_data_temp_A [7:0];
    wire [n-1:0] o_data_temp_pre [7:0];
    genvar i;
    for (i = 0; i < 8; i=i+1) begin
        assign registers_write_q_A[i] = (i_rd_A == i) & i_rd_we_A;
        assign registers_write_q_B[i] = (i_rd_B == i) & i_rd_we_B;
        Nbit_reg #(n, 0) thing_register(.in(registers_write_q_B[i] ? i_wdata_B : i_wdata_A), .out(o_data_temp_pre[i]), .clk(clk), .we(registers_write_q_A[i] | registers_write_q_B[i]), .gwe(gwe), .rst(rst));
        assign o_data_temp_A[i] = registers_write_q_B[i] ? i_wdata_B : registers_write_q_A[i] ? i_wdata_A : o_data_temp_pre[i];
        assign o_data_temp_B[i] = registers_write_q_B[i] ? i_wdata_B : registers_write_q_A[i] ? i_wdata_A :  o_data_temp_pre[i];
    end
    assign o_rs_data_A = o_data_temp_A[i_rs_A];
    assign o_rt_data_A = o_data_temp_A[i_rt_A];
    assign o_rs_data_B = o_data_temp_B[i_rs_B];
    assign o_rt_data_B = o_data_temp_B[i_rt_B];
endmodule
</file>
<file path="flow/run.sh">
#!/bin/bash
# OpenROAD 26Q1-2900-gdf79404cd8, Yosys 0.63+post, stock flow scripts
make -C /OpenROAD-flow-scripts/flow DESIGN_CONFIG=/design/flow/config.mk WORK_HOME=/design/flow/orfs finish
</file>
<file path="flow/config.mk">
export PLATFORM = sky130hd
export DESIGN_NAME = lc4_regfile_ss
export DESIGN_NICKNAME = lc4_regfile_ss
export VERILOG_FILES = /design/flow/design.v
export SDC_FILE = /design/flow/constraint.sdc
export NUM_CORES = 4
export LEC_CHECK = 1
export CORE_UTILIZATION = 30
</file>
==> results.sh <==
# yosys + openroad results
export IMPL_hold_class="flop to flop"
export IMPL_track_usage_pct=38.5
export IMPL_syn2layout_area_growth_pct=31.8
export IMPL_grt_pass1_wl_mm=110
export IMPL_numCtsBuffers=17
export IMPL_final_setup_skew_ns=0
export IMPL_drv_cap=0
export IMPL_ys_chip_area_um2=12000
export IMPL_grt_overflow_total=0
export IMPL_crit_family="buffers and inverters"
export IMPL_report_final_slew_viol_count=0
export IMPL_worstReg2RegEnd="genblk1[6].thing_register.state[10]$_SDFFE_PP0P_"
export IMPL_synthAdderAreaFrac_pct=0
export IMPL_fin_tns_setup_ns=0
export IMPL_max_stage_delay_ns=0.72
export IMPL_cp_data_required_time_ns=4.08
export IMPL_die_area_um2=40800
export IMPL_clock_sinks=128
export IMPL_cpMaxStageDelayCell="or4b_2"
export IMPL_synthTopLogicFamily="AND-OR/OR-AND gates"
export IMPL_clk_pin_slew_ns=0.06
export IMPL_synthSimpleGateAreaFrac_pct=31.4
export IMPL_dieWidth_um=202
export IMPL_syn_inst=1928
export IMPL_cts_tree="yes"
export IMPL_r2r_start="genblk1[6].thing_register.state[10]$_SDFFE_PP0P_"
export IMPL_drt_iter0_markers=2139
export IMPL_r2r_worst_path_cells=2
export IMPL_yosys_most_used_dff="dfxtp_1"
export IMPL_clk_latency_ns=0.44
export IMPL_chipHeight_um=202
export IMPL_most_common_cell="nor2_1"
export IMPL_ys_seq_share_pct=21.4
export IMPL_gp_congestion=1.09
export IMPL_synth_stat_cells=1928
export IMPL_whs_path_depth=2
export IMPL_status="completed"
export IMPL_core_um2=39000
export IMPL_worst_slew_pin_slew_ns=0.885
export IMPL_hold_end="genblk1[1].thing_register.state[6]$_SDFFE_PP0P_"
export IMPL_grt_pass1_vias=15000
export IMPL_row_count=72
export IMPL_largest_register_ffs=128
export IMPL_root_buffer="clkbuf_16"
export IMPL_power_switching_mw=1.53
export IMPL_clockPowerShare_pct=33.2
export IMPL_tool_warnings=25
export IMPL_initial_core_util_pct=30.7
export IMPL_postSynth_asyncResetShare_pct=0
export IMPL_xor_share_pct=0.0731
export IMPL_dpl_hpwl_mm=59.0
export IMPL_finalHoldViolations=0
export IMPL_crit_chain="clkdlybuf4s50_1 -> or4b_2 -> buf_12 -> a31oi_1 -> o221ai_1 -> a31oi_1 -> or3_1 -> clkdlybuf4s50_1"
export IMPL_cts_htree_levels=4
export IMPL_wl_per_cell_um=29.6
export IMPL_finalCriticalPeriod_ns=5.08
export IMPL_top_area_share_pct=21.4
export IMPL_peakVddDrop_uv=206
export IMPL_top_area_cell="dfxtp_1"
export IMPL_power_internal_mw=2.57
export IMPL_p_comb_share_pct=38.7
export IMPL_rsz0062_at_grt="false"
export IMPL_logic_area_um2=8570
export IMPL_portBuffers=118
export IMPL_swShare_pct=37.4
export IMPL_grt_max_degree=88
export IMPL_avgSynthCellArea_um2=6.22
export IMPL_final_period_utilization_pct=99.6
export IMPL_drtPass1Iterations=8
export IMPL_cp_end_kind="output pin"
export IMPL_mux_share_pct=3.49
export IMPL_power_density_nw_per_um2=260
export IMPL_postLayoutCellArea_um2=15800
export IMPL_r2r_slack_ns=4.36
export IMPL_edf_count=0
export IMPL_ys_types=74
export IMPL_timing_fmax_mhz=197
export IMPL_flop_area_um2=2560
export IMPL_worstHoldStart="genblk1[1].thing_register.state[6]$_SDFFE_PP0P_"
export IMPL_ios=119
export IMPL_final_antenna_net_count=0
export IMPL_power_frac_seq_pct=28.1
export IMPL_wl_mm=78.5
export IMPL_worst_path_buf_inv=3
export IMPL_yosysWarningCount=2
export IMPL_netlist_area_um2=12000
export IMPL_cp_start_kind="primary input"
export IMPL_nFillCells=4045
export IMPL_postPlaceCellArea_um2=15100
export IMPL_antenna_found_initial=2
export IMPL_ys_sh_aoi_pct=36.2
export IMPL_finalSetupViolations=0
export IMPL_crit_type="primary input to output pin"
export IMPL_p_leak_nw=6.03
export IMPL_cts_hold_buffers_added=0
export IMPL_worst_path_max_fanout=35
export IMPL_via_count=16600
export IMPL_drc=0
export IMPL_yosys_top_cells_area="dfxtp_1, nor2_1, nand2_1, o21ai_0, a21oi_1"
export IMPL_synthTopCellsByCount="nor2_1, nand2_1, o21ai_0"
export IMPL_relSlewSlack_pct=40.9
export IMPL_ys_ff=128
export IMPL_arrival_ns=4.06
export IMPL_max_clock_path_buffers=2
export IMPL_drt_vias_per_instance=6.25
export IMPL_drive_gt1_share_pct=17.5
-- what timing repair did --
item | 4_1_cts | 5_1_grt
buffers inserted | 0 | 1
endpoints found under the setup margin | 1 | 7
pin swaps | 0 | 0
gates resized | 1 | 7
endpoints found under the hold margin | 0 | 0
-- stage by stage --
step,std cells,hold WS (ns),setup slack [ns],power (mW),utilization [%]
floorplan,1928,0.462,1.42,1.87,-
global placement,2615,0.472,0.00507,2.70,38.8
detailed placement,2615,0.479,0.00682,2.70,38.8
CTS,2647,0.488,0.0129,4.05,40.4
global route,2648,0.504,0.00543,4.23,40.5
finish,2651,0.488,0.0222,4.10,40.5
-- layer usage --
layer  global-route usage [%]  share of wire [%]
met1                     54.8                 42
met2                     53.7                 41
met3                     14.1                 13
met4                     13.3                4.0
met5                        0              0.011
-- worst min-delay path, stage by stage (launching register included) --
cell and delay [ns]:
dfxtp_1 0.31, nor2_1 0.09, a21oi_1 0.04
-- cell type report --
class | instances | area share (%)
clock buffer | 17 | 2.69
sequential | 128 | 16.2
clock inverter | 15 | 1.32
tap | 518 | 4.10
multi-input combinational | 1593 | 54.2
antenna | 3 | 0.0475
timing repair buffer | 368 | 21.2
inverter | 9 | 0.214
-- cell families after synthesis --
| logic type | Yosys count |
|---|---|
| xor gates and xnor gates | 1 |
| buffers and inverters | 207 |
| AOI/OAI and AO/OA | 664 |
| DFF | 128 |
| muxes | 40 |
| and+or+nand+nor | 888 |
-- power groups by stage --
| stage | clock, mW | sequential, mW | combinational [mW] |
|---|---|---|---|
| final | 1.36 | 1.15 | 1.59 |
| after global routing | 1.41 | 1.16 | 1.66 |
| after CTS | 1.37 | 1.15 | 1.53 |
-- placed cells by master (no fill, tap or decap), types with 11 or more instances in the layout --
cell and count:
buf_4 229, clkbuf_16 17, a221oi_1 11, o21ai_0 151, nand3_1 12, buf_12 23, a22oi_1 16, nand2_1 320
or3_1 25, nor2_1 427, a31o_2 53, clkdlybuf4s50_1 116, o211a_1 11, o22ai_1 77, a31oi_1 61, mux2i_1 35
a211oi_1 25, a21oi_1 147, a311oi_1 15, dfxtp_1 128, and3_1 15, nor3_1 31, o221ai_1 30
-- worst max-delay path by stage --
stage	start	end	slack (ns)	cells after the start
CTS	i_rd_A[0]	o_rs_data_B[5]	0.01	10
global route	i_rd_B[0]	o_rs_data_B[0]	0.005	8
finish	i_rd_B[0]	o_rs_data_B[0]	0.02	8
No activity file was given, so power comes from the tool's default toggle rates.
